`flow/design.v`:
```
module SignExtend(
    input  logic [31:7] Instr,
    input  logic [2:0]  ImmSrc,
    output logic [31:0] ImmExt
);
    always_comb 
        case (ImmSrc)
            3'b000:  ImmExt = {{20{Instr[31]}},{Instr[31:20]}};
            3'b001:  ImmExt = {{Instr[31:12]},{12{1'b0}}}; 
            3'b010:  ImmExt = {{20{Instr[31]}},{Instr[31:25]},{Instr[11:7]}};
            3'b011:  ImmExt = {{21{Instr[31]}},{Instr[7]},{Instr[30:25]},{Instr[11:8]}};
            3'b100:  ImmExt = {{13{Instr[31]}},{Instr[19:12]},{Instr[20]},{Instr[30:21]}};
            default: ImmExt = {32{1'b0}};
        endcase
endmodule
```
`flow/run.sh`:
```
#!/bin/bash
# OpenROAD 26Q1-2900-gdf79404cd8, Yosys 0.63+post, stock flow scripts
make -C /OpenROAD-flow-scripts/flow DESIGN_CONFIG=/design/flow/config.mk WORK_HOME=/design/flow/orfs finish
```
`flow/config.mk`:
```
export PLATFORM = sky130hd
export DESIGN_NAME = SignExtend
export DESIGN_NICKNAME = SignExtend
export VERILOG_FILES = /design/flow/design.v
export SDC_FILE = /design/flow/constraint.sdc
export NUM_CORES = 4
export LEC_CHECK = 1
export CORE_AREA = 10 10 70 70
export DIE_AREA = 0 0 80 80
```
`flow/constraint.sdc`:
```
current_design SignExtend

set clk_period 3.4
set clk_io_pct 0.2

create_clock -name clk0 -period $clk_period

set non_clock_inputs [all_inputs -no_clocks]
set_input_delay [expr $clk_period * $clk_io_pct] -clock clk0 $non_clock_inputs
set_output_delay [expr $clk_period * $clk_io_pct] -clock clk0 [all_outputs]
```
==> notes.md <==
Item: results of the latest flow run.

- The run finished with clean final reports.
- The post-route DRC violation count is 0.
- The first global-routing pass estimated 4.48 mm of wire.
- Per the hold report, the tightest min-delay path originates at Instr[15].
- The placement report lists the number of port buffers as 60.
- The area growth from synthesis to layout is 109%.
- After layout, the clock buffer instance count stands at 0.
- STA puts the critical path data required time at 2.72 ns.
- By count the netlist is led by sky130_fd_sc_hd__nand3_1 (15), sky130_fd_sc_hd__a21o_1 (12), sky130_fd_sc_hd__buf_2 (9).
- The highest clock rate this design can be run at is 306 MHz.
- The cell leakage power is 0.525 nW.
- Per the post-synthesis report, the number of cells in the design is 89.
- Setup repair after global routing left no endpoint under its margin.
- The core occupancy in the finished layout is 36.6%.
- The yosys warning tally is 1.
- The synthesized design devotes to its leading area cell type 15.0% of total area.
- The post-synthesis cell type with the largest instance count is sky130_fd_sc_hd__nand3_1.
- From bottom edge to top edge, the die measures 80 microns.
- The area of the multi-input gates is 547 sq um.
- According to the timing report, the arrival time at the worst endpoint equals 2.58 ns.
- The maximum fanout count along the critical path is 12.
- The post-route antenna net violation count is 0.
- The post-route netlist has 6.90% of its cells at a drive strength greater than 1.
- The type of element capturing the critical path is a primary output.
- Looking at the hold checks, the worst path lands on ImmExt[14].
- The sequential cell count is 0.
- The total grt overflow is 0.
- The worst hold path cell count is 4.
- The core footprint is 3420 sq um.
- The worst path buffer plus inverter count is 2.
- After floorplanning, the core was divided into 21 placement rows.
- The via count of the first global-routing pass is 875.
- The final route contains 884 vias.
- The netlist uses 22 different library cells.
- Overall power consumption after layout is estimated at 158 uW.
- After synthesis the cells add up to 599 sq um.
- The number of failing hold endpoints at the final stage is 0.
- The final layout contains routed wiring with a total length of 2.88 mm.
- The area reported by Yosys stat is 599 sq um.
- RePlAce ended its routability-driven mode at a weighted congestion of 0.773.
- The first-pass iteration count of the detailed router is 4.
- The path class of the tightest hold or removal check is in -> out.
- In this run the critical path is formed by clkdlybuf4s50_1, nand2b_1, and3_1, a21o_1, clkdlybuf4s50_1.
- The estimated wirelength of the detail-placed design is 2.37 mm.
- For this run, the slowest stage of the critical path takes 0.51 ns.
- Buffers added to address setup during post-CTS repair amount to 0.
- Per the detail_route report, routed wire per instance is 15.1 microns.
- The die boundary width is 80 microns.
- The routed design ends up with an antenna cell count of 0.
- The total negative slack for setup checks is 0 ns.
- The number of fillers in the final layout is 359.
- The worst-margin pin slew is 0.467 ns.
- The first routing iteration left 47 violations.
- The initial antenna violation count is 0.
- Across the run, the number of max-cap violations was 0.
- The count of boundary I/O pins is 60.
- The post-synthesis sequential area ratio is 0%.
- The element type at the critical path start is an input pin.
- The final period demand of the worst path is 3.26 ns.
- The die covers 6400 sq um.
- The number of gates resized after cts is 0.
- By area the synthesized netlist is led by sky130_fd_sc_hd__a21o_1 (15%), sky130_fd_sc_hd__nand3_1 (13%), sky130_fd_sc_hd__or3b_1 (10%), sky130_fd_sc_hd__a221o_1 (8.4%), sky130_fd_sc_hd__buf_2 (7.5%).
- Summing over the stages, the warning tally comes to 32.
- Summing all flip-flop and latch instances after layout gives 0 sq um.
- Counting stages on the worst path, the most repeated cell is sky130_fd_sc_hd__clkdlybuf4s50_1.
- The share of the core area taken by cells at floorplan is 17.5%.
- The number of cells reported by Yosys stat comes to 89.
- The power density over cell area is 127 nW/um^2.
- The cell taking the most area after synthesis is sky130_fd_sc_hd__a21o_1.
- The critical-path cell with the highest stage delay is sky130_fd_sc_hd__and3_1.
- The largest net degree at the start of global routing is 17.
- The maximum resistive drop on vdd is 0.0000584 V.
- The number of buffers inserted by hold repair at cts is 0.
- Counting pins that exceed their max-slew limit in the final report gives 0.
- In the routed layout, each cell is associated on average with a via count of 4.63.
- The critical setup path kind is in -> out.
- The final critical-path share of the clock period is 96.0%.
- Summed over all routing layers, the global router reports a total usage of 8.40%.
- The average instance in the mapped netlist occupies 6.73 sq um.
- The final tally of setup violations is 0.
- Checking max transition, the worst relative margin is 68.8%.
- The critical path's top delay family is buffers and inverters.
[per-stage QoR]
step | instances | hold slack (ns) | instance area, sq um | worst slack (ns)
global route | 191 | 2.39 | 1250 | 0.0362
finish | 191 | 2.33 | 1250 | 0.136
floorplan | 89 | 1.42 | 599 | 1.34
global placement | 191 | 2.34 | 1250 | 0.155
CTS | 191 | 2.35 | 1250 | 0.138
detailed placement | 191 | 2.35 | 1250 | 0.141
[how the worst max path moves through the flow]
| stage | start | endpoint | slack (ns) | depth (start not counted) |
|---|---|---|---|---|
| finish | ImmSrc[1] | ImmExt[19] | 0.14 | 5 |
| CTS | ImmSrc[1] | ImmExt[19] | 0.14 | 5 |
| global route | ImmSrc[1] | ImmExt[23] | 0.04 | 5 |
[cells by family (layout without fill, tap and decap cells)]
kind of cell | count (synthesis) | in the layout | share of synthesized area [%]
compound gates | 31 | 31 | 38.4
mux | 5 | 5 | 8.56
buf+inv | 10 | 66 | 8.77
simple gates | 43 | 43 | 44.3
[per-layer routing]
| layer | wire [microns] | GRT usage, % | vias to the layer above |
|---|---|---|---|
| met3 | 201 | 1.70 | 0 |
| met2 | 1300 | 13.2 | 33 |
| met1 | 1380 | 12.2 | 388 |
| met5 | 0 | 0 | - |
| li1 | - | - | 463 |
| met4 | 0 | 0 | 0 |
[final cells by class]
cell class / count / share of cell area, %
Tap cell: 46 / 4.60
Timing Repair Buffer: 66 / 51.7
Multi-Input combinational cell: 79 / 43.7
[placed cells by master (no fill, tap or decap), drive strengths merged, types with 2 or more instances in the layout]
cell           count
a21o              12
a21oi              2
a221o              5
a32oi              4
buf                6
clkdlybuf4s50     60
mux2i              4
nand2              3
nand2b             2
nand3             15
nor2               3
nor2b              3
nor3b              6
o21ai              6
or2                2
or3b               7
[power by group]
part | leakage, nW | switching, mW | internal [mW] | total (mW)
combinational | 0.525 | 0.0512 | 0.107 | 0.158
clock | 0 | 0 | 0 | 0
sequential | 0 | 0 | 0 | 0
total | 0.525 | 0.0512 | 0.107 | 0.158
Power is estimated from default activity; no workload was simulated.
